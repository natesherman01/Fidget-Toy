==> ./design.v <==
module FinalProject(
    input [1:0] sel,
    input CLK,
    input btn1,
    input btn2,
    input btn3,
    output [7:0] seg,
    output [3:0] an
    );
    logic two;
    logic four;
    logic eight;
    logic sixteen;
    logic t1;
    logic [7:0] fsm_seg1;
    logic [7:0] fsm_seg2;
    logic [7:0] fsm_seg3;
    logic [3:0] fsm_an1;
    logic [3:0] fsm_an2;
    logic [3:0] fsm_an3;
    clk_div_2hz clock2hz( .CLK(CLK), .SCLK(two));
    clk_div_4hz clock4hz( .CLK(CLK), .SCLK(four));
    clk_div_8hz clock8hz( .CLK(CLK), .SCLK(eight));
    clk_div_16hz clock16hz( .CLK(CLK), .SCLK(sixteen));
    Mux4_1 #(1) clk_mux( .A(two), .B(four), .C(eight), .D(sixteen), .SEL(sel), .mux_out(t1));
    Pattern pattern_display( .CLK(t1), .seg(fsm_seg1), .an(fsm_an1));
    Pattern2 pattern_display2( .CLK(t1), .seg(fsm_seg2), .an(fsm_an2));
    Pattern3 pattern_display3( .CLK(t1), .seg(fsm_seg3), .an(fsm_an3));
    Mux3_1 #(8) seg_mux( .A(fsm_seg1), .B(fsm_seg2), .C(fsm_seg3), .BTN1(btn1), .BTN2(btn2), .BTN3(btn3), .mux_out(seg));
    Mux3_1 #(4) an_mux( .A(fsm_an1), .B(fsm_an2), .C(fsm_an3), .BTN1(btn1), .BTN2(btn2), .BTN3(btn3), .mux_out(an));
endmodule
module Mux3_1 #(parameter WIDTH = 1)(
    input [WIDTH - 1:0] A, B, C,
    input BTN1,
    input BTN2,
    input BTN3,
    output logic [WIDTH - 1:0] mux_out
    );
    always_comb
    begin
    if (BTN1)
        mux_out = A;
    else if (BTN2)
        mux_out = B;
    else if (BTN3)
        mux_out = C; 
    else
        mux_out = 0;
    end
endmodule
module Mux4_1 #(parameter WIDTH = 1)(
    input [WIDTH - 1:0] A, B, C, D,
    input [1:0] SEL,
    output logic [WIDTH - 1:0] mux_out
    );
    always_comb
    begin
    case(SEL)
        4'd0: mux_out = A;
        4'd1: mux_out = B;
        4'd2: mux_out = C;
        4'd3: mux_out = D;
        default: mux_out = 0;
    endcase
    end
endmodule
module Pattern(
    input CLK, 
    output logic [7:0] seg,
    output logic [3:0] an
    );
 typedef enum {S_top, S_topR, S_botR, S_bot, S_botL, S_topL, S_mid, S_top2, S_mid2, 
               S2_top, S2_topR, S2_botR, S2_bot, S2_botL, S2_topL, S2_mid, S2_top2, S2_mid2,
               S3_top, S3_topR, S3_botR, S3_bot, S3_botL, S3_topL, S3_mid, S3_top2, S3_mid2,
               S4_top, S4_topR, S4_botR, S4_bot, S4_botL, S4_topL, S4_mid, S4_top2, S4_mid2} STATES;
 STATES NS;
 STATES PS = S_top;
always_ff @ (posedge CLK)
begin
       PS <= NS;
end
always_comb 
begin
    case (PS)
        S_top: begin
                NS = S_topR;
                seg = 8'b01111111;
                an = 4'b1110;
        end
        S_topR: begin
                NS = S_mid;
                seg = 8'b10111111;
                an = 4'b1110;
        end
        S_mid:begin
            NS = S_botL;
            seg = 8'b11111101;
            an = 4'b1110;   
        end
        S_botL:begin
            NS = S_bot;
            seg = 8'b11110111;
            an = 4'b1110;  
        end
        S_bot:begin
            NS = S_botR;
            seg = 8'b11101111;
            an = 4'b1110;   
        end
        S_botR: begin
                NS = S_mid2;
                seg = 8'b11011111;
                an = 4'b1110;   
        end
        S_mid2:begin
            NS = S_topL;
            seg = 8'b11111101;
            an = 4'b1110;   
        end
        S_topL:begin
            NS = S_top2;
            seg = 8'b11111011;
            an = 4'b1110;   
        end
        S_top2: begin
                NS = S2_top;
                seg = 8'b01111111;
                an = 4'b1110;
        end
        S2_top: begin
                NS = S2_topR;
                seg = 8'b01111111;
                an = 4'b1101;
        end
        S2_topR: begin
                NS = S2_mid;
                seg = 8'b10111111;
                an = 4'b1101;
        end
        S2_mid:begin
            NS = S2_botL;
            seg = 8'b11111101;
            an = 4'b1101;   
        end
        S2_botL:begin
            NS = S2_bot;
            seg = 8'b11110111;
            an = 4'b1101;  
        end
        S2_bot:begin
            NS = S2_botR;
            seg = 8'b11101111;
            an = 4'b1101;   
        end
        S2_botR: begin
                NS = S2_mid2;
                seg = 8'b11011111;
                an = 4'b1101;   
        end
        S2_mid2:begin
            NS = S2_topL;
            seg = 8'b11111101;
            an = 4'b1101;   
        end
        S2_topL:begin
            NS = S2_top2;
            seg = 8'b11111011;
            an = 4'b1101;   
        end
        S2_top2: begin
                NS = S3_top;
                seg = 8'b01111111;
                an = 4'b1101;
        end
        S3_top: begin
                NS = S3_topR;
                seg = 8'b01111111;
                an = 4'b1011;
        end
        S3_topR: begin
                NS = S3_mid;
                seg = 8'b10111111;
                an = 4'b1011;
        end
        S3_mid:begin
            NS = S3_botL;
            seg = 8'b11111101;
            an = 4'b1011;   
        end
        S3_botL:begin
            NS = S3_bot;
            seg = 8'b11110111;
            an = 4'b1011;  
        end
        S3_bot:begin
            NS = S3_botR;
            seg = 8'b11101111;
            an = 4'b1011;   
        end
        S3_botR: begin
                NS = S3_mid2;
                seg = 8'b11011111;
                an = 4'b1011;   
        end
        S3_mid2:begin
            NS = S3_topL;
            seg = 8'b11111101;
            an = 4'b1011;   
        end
        S3_topL:begin
            NS = S3_top2;
            seg = 8'b11111011;
            an = 4'b1011;   
        end
        S3_top2: begin
                NS = S4_top;
                seg = 8'b01111111;
                an = 4'b1011;
        end
        S4_top: begin
                NS = S4_topR;
                seg = 8'b01111111;
                an = 4'b0111;
        end
        S4_topR: begin
                NS = S4_mid;
                seg = 8'b10111111;
                an = 4'b0111;
        end
        S4_mid:begin
            NS = S4_botL;
            seg = 8'b11111101;
            an = 4'b0111;   
        end
        S4_botL:begin
            NS = S4_bot;
            seg = 8'b11110111;
            an = 4'b0111; 
        end
        S4_bot:begin
            NS = S4_botR;
            seg = 8'b11101111;
            an = 4'b0111;   
        end
        S4_botR: begin
                NS = S4_mid2;
                seg = 8'b11011111;
                an = 4'b0111;  
        end
        S4_mid2:begin
            NS = S4_topL;
            seg = 8'b11111101;
            an = 4'b0111;  
        end
        S4_topL:begin
            NS = S4_top2;
            seg = 8'b11111011;
            an = 4'b0111;   
        end
        S4_top2: begin
                NS = S_top;
                seg = 8'b01111111;
                an = 4'b0111;
        end
        default: begin
            NS = S_top; 
            seg = 8'b01111111; 
            an = 4'b1110;    
            end     
    endcase
end
endmodule
module Pattern2(
    input CLK, 
    output logic [7:0] seg,
    output logic [3:0] an
    );
 typedef enum {one_top, two_top, three_top, four_top, four_TR, 
               four_mid, three_mid, two_mid, one_mid, one_BL, 
               one_bot, two_bot, three_bot, four_bot, four_BR, 
               four_mid2, three_mid2, two_mid2, one_mid2, one_TL} STATES;
 STATES NS;
 STATES PS = one_top;
always_ff @ (posedge CLK)
begin
       PS <= NS;
end
always_comb 
begin
    case (PS)
        one_top: begin
                NS = two_top;
                seg = 8'b01111111;
                an = 4'b1110;
        end
        two_top: begin
                NS = three_top;
                seg = 8'b01111111;
                an = 4'b1101;
        end
        three_top: begin
                NS = four_top;
                seg = 8'b01111111;
                an = 4'b1011;
        end
        four_top: begin
                NS = four_TR;
                seg = 8'b01111111;
                an = 4'b0111;
        end
        four_TR: begin
                NS = four_mid;
                seg = 8'b10111111;
                an = 4'b0111;
        end
        four_mid: begin
                NS = three_mid;
                seg = 8'b11111101;
                an = 4'b0111;
        end
        three_mid: begin
                NS = two_mid;
                seg = 8'b11111101;
                an = 4'b1011;
        end
        two_mid: begin
                NS = one_mid;
                seg = 8'b11111101;
                an = 4'b1101;
        end
        one_mid: begin
                NS = one_BL;
                seg = 8'b11111101;
                an = 4'b1110;
        end
        one_BL: begin
                NS = one_bot;
                seg = 8'b11110111;
                an = 4'b1110;
        end
        one_bot: begin
                NS = two_bot;
                seg = 8'b11101111;
                an = 4'b1110;
        end
        two_bot: begin
                NS = three_bot;
                seg = 8'b11101111;
                an = 4'b1101;
        end
        three_bot: begin
                NS = four_bot;
                seg = 8'b11101111;
                an = 4'b1011;
        end
        four_bot: begin
                NS = four_BR;
                seg = 8'b11101111;
                an = 4'b0111;
        end
        four_BR: begin
                NS = four_mid2;
                seg = 8'b11011111;
                an = 4'b0111;
        end
        four_mid2: begin
                NS = three_mid2;
                seg = 8'b11111101;
                an = 4'b0111;
        end
        three_mid2: begin
                NS = two_mid2;
                seg = 8'b11111101;
                an = 4'b1011;
        end
        two_mid2: begin
                NS = one_mid2;
                seg = 8'b11111101;
                an = 4'b1101;
        end
        one_mid2: begin
                NS = one_TL;
                seg = 8'b11111101;
                an = 4'b1110;
        end
        one_TL: begin
                NS = one_top;
                seg = 8'b11111011;
                an = 4'b1110;
        end
        default: begin
            NS = one_top; 
            seg = 8'b01111111; 
            an = 4'b1110;    
            end     
    endcase
end
endmodule
module Pattern3(
    input CLK, 
    output logic [7:0] seg,
    output logic [3:0] an
    );
 typedef enum {S_top, S_topR, S_botR, S_bot, S_botL, S_topL, S_top2,
               S2_top, S2_topR, S2_botR, S2_bot, S2_botL, S2_topL, S2_top2} STATES;
 STATES NS;
 STATES PS = S_top;
always_ff @ (posedge CLK)
begin
       PS <= NS;
end
always_comb 
begin
    case (PS)
        S_top: begin
                NS = S_topR;
                seg = 8'b01111111;
                an = 4'b1010;  
        end
        S_topR: begin
                NS = S_botR;
                seg = 8'b10111111;
                an = 4'b1010;  
        end
        S_botR: begin
                NS = S_bot;
                seg = 8'b11011111;
                an = 4'b1010;    
        end
        S_bot:begin
            NS = S_botL;
            seg = 8'b11101111;
            an = 4'b1010;    
        end
        S_botL:begin
            NS = S_topL;
            seg = 8'b11110111;
            an = 4'b1010;   
        end
        S_topL:begin
            NS = S_top2;
            seg = 8'b11111011;
            an = 4'b1010;   
        end
        S_top2: begin
                NS = S2_top;
                seg = 8'b01111111;
                an = 4'b1010;  
        end
        S2_top: begin
                NS = S2_topR;
                seg = 8'b01111111;
                an = 4'b0101;  
        end
        S2_topR: begin
                NS = S2_botR;
                seg = 8'b10111111;
                an = 4'b0101; 
        end
        S2_botR: begin
                NS = S2_bot;
                seg = 8'b11011111;
                an = 4'b0101;     
        end
        S2_bot:begin
            NS = S2_botL;
            seg = 8'b11101111;
            an = 4'b0101;     
        end
        S2_botL:begin
            NS = S2_topL;
            seg = 8'b11110111;
            an = 4'b0101;   
        end
        S2_topL:begin
            NS = S2_top2;
            seg = 8'b11111011;
            an = 4'b0101;   
        end
        S2_top2: begin
                NS = S_top;
                seg = 8'b01111111;
                an = 4'b0101;  
        end
        default: begin
            NS = S_top; 
            seg = 8'b01111111; 
            an = 4'b1010;    
            end     
    endcase
end
endmodule
module clk_div_16hz #(parameter COUNT = 2999999)(
    input CLK,
    output logic SCLK = 0
    );
    logic [31:0] count = 0;
    always_ff @ (posedge CLK)
    begin
        if (count == COUNT -1 )
        begin
            SCLK <= ~SCLK;
            count <= 0;
        end
        else
            count <= count + 1;
    end
endmodule
module clk_div_2hz #(parameter COUNT = 23999999)(
    input CLK,
    output logic SCLK = 0
    );
    logic [31:0] count = 0;
    always_ff @ (posedge CLK)
    begin
        if (count == COUNT -1 )
        begin
            SCLK <= ~SCLK;
            count <= 0;
        end
        else
            count <= count + 1;
    end
endmodule
module clk_div_4hz #(parameter COUNT = 11999999)(
    input CLK,
    output logic SCLK = 0
    );
    logic [31:0] count = 0;
    always_ff @ (posedge CLK)
    begin
        if (count == COUNT -1 )
        begin
            SCLK <= ~SCLK;
            count <= 0;
        end
        else
            count <= count + 1;
    end
endmodule
module clk_div_8hz #(parameter COUNT = 5999999)(
    input CLK,
    output logic SCLK = 0
    );
    logic [31:0] count = 0;
    always_ff @ (posedge CLK)
    begin
        if (count == COUNT -1 )
        begin
            SCLK <= ~SCLK;
            count <= 0;
        end
        else
            count <= count + 1;
    end
endmodule
==> ./run.sh <==
#!/bin/bash
# OpenROAD 26Q1-2900-gdf79404cd8, Yosys 0.63+post, stock flow scripts
make -C /OpenROAD-flow-scripts/flow DESIGN_CONFIG=/design/flow/config.mk WORK_HOME=/design/flow/orfs finish
==> ./config.mk <==
export PLATFORM = sky130hd
export DESIGN_NAME = FinalProject
export DESIGN_NICKNAME = FinalProject
export VERILOG_FILES = /design/flow/design.v
export SDC_FILE = /design/flow/constraint.sdc
export NUM_CORES = 4
export LEC_CHECK = 1
export CORE_UTILIZATION = 50
export SYNTH_MEMORY_MAX_BITS = 65536
==> ./constraint.sdc <==
current_design FinalProject

set clk_period 4.7
set clk_io_pct 0.2

create_clock -name clk0 -period $clk_period [get_ports {CLK}]

set non_clock_inputs [all_inputs -no_clocks]
set_input_delay [expr $clk_period * $clk_io_pct] -clock clk0 $non_clock_inputs
set_output_delay [expr $clk_period * $clk_io_pct] -clock clk0 [all_outputs]
==> summary.txt <==
impl run done, here's what came out: status complete, no violations, clock buffer count from CTS 17, critical path's top delay family buffers and inverters, Final Hold Viols 0, Largest cells by area dfxtp_1 37%, xnor2_1 5.8%, xor2_1 5.7%, Max VDD drop 0.320 mV, Post-DP HPWL 11.0 mm, tool warning count 45, Tmin final 3.75 ns, core area 14800 um^2, setup TNS 0 ns, DR iter-0 viols 369, critical path arrival 2.81 ns, Ports 18, die width 126 um, CTS clk-pin slew, worst paths 0.06 ns, Initial Util 52.1%, layout cells sized above 1 7.33%, worst setup margin 0.946 ns, Max stage delay cell, worst path clkdlybuf4s50_1, crit-path cells clkdlybuf4s50_1 > inv_1 > a31oi_1 > o21ai_0 > a32oi_1 > clkdlybuf4s50_1, GRT overflow 0, CTS tree built, area grow syn2layout 12.2%, max_slew headroom 30.8%, most used cell, CP clkdlybuf4s50_1, clk root buf clkbuf_16, Clock Path Buffers 2, Final period util 79.9%, die area 15900 um^2, post-synth top area cell dfxtp_1, CP Data Required Time 3.76 ns, Setup crit end kind output pin, initial antenna violation count 0, Slew @ Worst Pin 1.03 ns, DR WL/cell 13.6 um, area of placed instances 7990 um^2, Max-area cell share 37.3%, Dominant Register Cell dfxtp_1, Finished Cell Area 8620 um^2, post-CTS setup buffers 0, Global Route Usage Sum 20.7%, die height 126 um, Post-route DRC 0, NetSw 0.504 mW, Max-Cap Viols 0, Post-synth ARST share 0%, synth warn 10, sequential power share 44.0%, n_diodes 0, Static Leakage 3.25 nW, antenna violation net count after detailed routing 0, Synth cell types 75, Peak Freq 266 MHz, clk ins delay skew pair 0.40 ns, final setup fails 0, register pins left without a clock 15, Final Max Tran Viols 0, largest net degree at the start of global routing 32, critical-path maximum fanout 11, H-tree depth 4, GP Congestion 0.873, post-layout util 58.4%, Vias 6168, Port Buffer Count 17, P per Cell Area 296 nW/um^2, Hold Buf Count CTS 0, number of enable flip-flop cells 4, WL final 15.2 mm, worst hold path type reg -> reg, final setup skew 0.00793 ns, sequential fraction of the synthesis area 38.8%, crit path kind in -> out, Clk pwr share 54.8%, post-cts sizing count 0, ys cells 904, Worst setup SP type input pin, sw frac 19.7%, Worst path max stage delay 0.69 ns, RSZ-0062 raised after global routing no, Yosys reg bits 147, Internal Pwr Total 2.05 mW, mean post-synth cell area 8.50 um^2, Comb pwr share 1.2%, Syn Inst Count 904, chip area line of the yosys report 7680 um^2, Site Rows 44, vias per cell 5.55, Buf/Inv on CP 3, first-pass GRT wire length 26.6 mm, Setup WS pre-CTS 0.958 ns, vias in the first global route 5699, Initial DRT Pass Iterations 5, mapped cell area 7680 um^2, endpoints left unconstrained 15
[per-layer routing]
layer	part of all wire [%]	up-vias	track usage, %
met4	1.0	0	2.20
li1	-	3206	-
met2	42	103	30.2
met5	0	-	0
met3	3.9	9	3.33
met1	53	2850	34.2
[cells in the mapped netlist, drive strengths merged (9+ instances only)]
master and count:
a21oi 45, and2 11, and3 13, clkbuf 21
dfxtp 143, ha 29, inv 40, mux2i 12
nand2 71, nand2b 11, nand3 58, nand4 37
nor2 109, nor2b 10, nor3 25, nor4 19
o21ai 38, or3 9, xnor2 51, xor2 50
[layout by cell type (no fill, tap or decap), types with 7 or more instances in the layout]
master and instances:
a21oi_1 45, and2_1 11, and3_1 13, clkbuf_16 17
clkdlybuf4s50_1 17, dfxtp_1 143, ha_1 29, inv_1 39
mux2i_1 12, nand2_1 71, nand2b_1 11, nand3_1 57
nand4_1 35, nor2_1 108, nor2b_1 10, nor3_1 24
nor4_1 14, o21ai_0 38, o22ai_1 7, xnor2_1 51
xor2_1 50
[flip-flops by register name, indices dropped and copies added (netlist names)]
signal / cells
clock4hz.SCLK: 1
clock16hz.count: 32
pattern_display.PS: 6
clock8hz.count: 32
pattern_display3.PS: 4
clock2hz.count: 32
clock8hz.SCLK: 1
clock2hz.SCLK: 1
pattern_display2.PS: 5
clock4hz.count: 32
clock16hz.SCLK: 1
[power by group through the flow]
stage | Clock (mW) | Combinational, mW | Sequential (mW)
after global routing | 1.49 | 0.0337 | 1.12
after CTS | 1.43 | 0.0303 | 1.12
final | 1.40 | 0.0300 | 1.12
[cell families (layout without fill, tap and decap cells)]
kind of cell / after synthesis / after routing / share of synthesized area [%]
compound gates: 128 / 128 / 9.90
xor+xnor: 101 / 101 / 11.5
fa+ha+maj: 29 / 29 / 4.72
buf+inv: 69 / 93 / 3.63
flops: 147 / 147 / 38.8
mux: 19 / 19 / 2.74
simple gates: 411 / 411 / 28.7
[layout make-up]
| class | count | area (um^2) |
|---|---|---|
| flip-flops and latches | 147 | 2980 |
| fillers | 1240 | 6130 |
| repair buffers | 21 | 200 |
| inverters | 40 | 150 |
| multi-input cells | 688 | 4420 |
| well taps | 184 | 230 |
| clock inverters | 14 | 196 |
| clock buffers | 18 | 439 |
[metrics by stage]
stage / std cells / hold WS (ns) / total power [mW]
2_1_floorplan: 904 / 0.422 / 1.16
3_3_place_gp: 1080 / 0.438 / 1.18
3_5_place_dp: 1080 / 0.445 / 1.18
4_1_cts: 1112 / 0.455 / 2.59
5_1_grt: 1112 / 0.486 / 2.64
6_report: 1112 / 0.452 / 2.55
[path summary, 6_finish.rpt]
| path | from | end | slack, ns | cells past startpoint |
|---|---|---|---|---|
| worst max register to register | clock8hz.count[26] | clock8hz.SCLK | 2.39 | 4 |
| worst max-delay path | btn2 | an[2] | 0.95 | 6 |
| worst min-delay path | clock8hz.count[31] | clock8hz.count[31] | 0.45 | 1 |
| worst min register to register | clock8hz.count[31] | clock8hz.count[31] | 0.45 | 1 |
No activity file was given, so power comes from the tool's default toggle rates.
